--- design/flow/run.sh ---
#!/bin/bash
# OpenROAD 26Q1-2900-gdf79404cd8, Yosys 0.63+post, stock flow scripts
make -C /OpenROAD-flow-scripts/flow DESIGN_CONFIG=/design/flow/config.mk WORK_HOME=/design/flow/orfs finish
--- design/flow/config.mk ---
export PLATFORM = sky130hd
export DESIGN_NAME = RegFile
export DESIGN_NICKNAME = RegFile
export VERILOG_FILES = /design/flow/design.v
export SDC_FILE = /design/flow/constraint.sdc
export NUM_CORES = 4
export LEC_CHECK = 1
export CORE_UTILIZATION = 50
--- design/flow/constraint.sdc ---
current_design RegFile

set clk_period 19.7
set clk_io_pct 0.2

create_clock -name clk0 -period $clk_period [get_ports {clk}]

set non_clock_inputs [all_inputs -no_clocks]
set_input_delay [expr $clk_period * $clk_io_pct] -clock clk0 $non_clock_inputs
set_output_delay [expr $clk_period * $clk_io_pct] -clock clk0 [all_outputs]
--- design/flow/design.v ---
interface branch_info_if;
    logic   [32 - 1 : 0 ] branch_addr;
    logic                          taken;
    logic                          branch_flag;
    logic   [32 - 1 : 0 ] pc;
    modport i(
        input   branch_addr,
        input                         taken,
        input                         branch_flag,
        input pc
    );
    modport o(
        output  branch_addr,
        output                        taken,
        output                        branch_flag,
        output  pc
    );
endinterface
interface id_stage_if;
    logic  [32 - 1     : 0 ]   inst;
    logic  [32 - 1     : 0 ]   pc;
    logic  [32 - 1     : 0 ]   lsu_data; 
    logic  [4 - 1   : 0 ]   lsu_op;
    logic  [32 - 1     : 0 ]   oprand1;
    logic  [32 - 1     : 0 ]   oprand2;
    logic  [6 - 1    : 0]   ex_op;
    logic                               csr_wen;
    logic  [32 - 1     : 0 ]   csr_wdata;
    logic  [14 - 1   : 0 ]   csr_waddr;
    logic  [8 : 0]                      except_type;
    logic  [32 - 1 : 0]        except_pc;
    logic  [5 - 1      : 0 ]   rw_addr;
    logic                               rw_en;
    logic                               is_cacop;
    logic  [4:0]                        cacop_code;
    logic  [4:0]                        is_tlb;
    logic  [4:0]                        invtlb_op;
    logic                               is_ertn;
    logic                               is_idle;
    modport i(
        input inst,
        input pc,
        input lsu_data,
        input oprand1,
        input oprand2,
        input ex_op,
        input lsu_op,
        input csr_wen,
        input csr_waddr,
        input csr_wdata,
        input except_type,
        input except_pc,
        input rw_addr,
        input rw_en,
        input is_cacop,
        input cacop_code,
        input is_tlb,
        input invtlb_op,
        input is_ertn,
        input is_idle
    );
    modport o(
        output inst,
        output pc,
        output lsu_data,
        output oprand1,
        output oprand2,
        output ex_op,
        output lsu_op,
        output csr_wen,
        output csr_waddr,
        output csr_wdata,
        output except_type,
        output except_pc,
        output rw_addr,
        output rw_en,
        output is_cacop,
        output cacop_code,
        output is_tlb,
        output invtlb_op,
        output is_ertn,
        output is_idle
    );
endinterface
interface if_stage_if;
    logic [32 - 1 : 0 ] pc;
    logic [32 - 1 : 0 ] branch_addr;
    logic                        branch;
    logic [3:0]                  except_type;
    modport o(
       output pc,
       output branch_addr,
       output branch,
       output except_type
    );
    modport i(
       input pc,
       input branch_addr,
       input branch ,
       input except_type
    );
endinterface
interface lsu_info_if;
    logic [7 : 0] ld_valid;
    logic [31: 0] ld_paddr;
    logic [7 : 0] st_valid;
    logic [31: 0] st_paddr;
    logic [31: 0] st_data;
    modport i(
        input ld_paddr,
        input ld_valid,
        input st_valid,
        input st_paddr,
        input st_data
    );
    modport o(
        output ld_paddr,
        output ld_valid,
        output st_valid,
        output st_paddr,
        output st_data
    );
endinterface
interface axi4;
	logic			    AWID;
	logic	[31:0]		AWADDR;
	logic	[3:0]		AWLEN;
	logic	[2:0]		AWSIZE;
	logic	[1:0]		AWBURST;
	logic	  			AWLOCK;
	logic	[3:0]		AWCACHE;
	logic	[2:0]		AWPROT;
	logic	[3:0]		AWQOS;
	logic	[3:0]		AWREGION;
	logic	         	AWUSER;
	logic	 			AWVALID;
	logic	 			AWREADY;
	logic			    WID;
	logic	[31:0]	WDATA;
	logic	[3:0]		WSTRB;
	logic	  			WLAST;
	logic	         	WUSER;
	logic	  			WVALID;
	logic	  			WREADY;
	logic	      		BID;
	logic	[1:0]		BRESP;
	logic	        	BUSER;
	logic	  			BVALID;
	logic	  			BREADY;
	logic	      		ARID;
	logic	[31:0]		ARADDR;
	logic	[3:0]		ARLEN;
	logic	[2:0]		ARSIZE;
	logic	[1:0]		ARBURST;
	logic	  			ARLOCK;
	logic	[3:0]		ARCACHE;
	logic	[2:0]		ARPROT;
	logic	[3:0]		ARQOS;
	logic	[3:0]		ARREGION;
	logic	        	ARUSER;
	logic	  			ARVALID;
	logic	  			ARREADY;
	logic	     		RID;
	logic	[31:0]		RDATA;
	logic	[1:0]		RRESP;
	logic	 			RLAST;
	logic	        	RUSER;
	logic	 			RVALID;
	logic	 			RREADY;
	modport master(
		output	  		AWID,
		output	  		AWADDR,
		output	  		AWLEN,
		output	  		AWSIZE,
		output	  		AWBURST,
		output	  		AWLOCK,
		output	  		AWCACHE,
		output	  		AWPROT,
		output	  		AWQOS,
		output	  		AWREGION,
		output	  		AWUSER,
		output	 		AWVALID,
		input	 		AWREADY,
		output			WID,
		output			WDATA,
		output			WSTRB,
		output			WLAST,
		output			WUSER,
		output	  		WVALID,
		input	  		WREADY,
		input			BID,
		input			BRESP,
		input			BUSER,
		input	  		BVALID,
		output	  		BREADY,
		output	  		ARID,
		output	  		ARADDR,
		output	  		ARLEN,
		output	  		ARSIZE,
		output	  		ARBURST,
		output	  		ARLOCK,
		output	  		ARCACHE,
		output	  		ARPROT,
		output	  		ARQOS,
		output	  		ARREGION,
		output	  		ARUSER,
		output	  		ARVALID,
		input	  		ARREADY,
		input	  		RID,
		input	  		RDATA,
		input	  		RRESP,
		input	  		RLAST,
		input	  		RUSER,
		input	 		RVALID,
		output	 		RREADY
	);
	modport slave(
		input	  		AWID,
		input	  		AWADDR,
		input	  		AWLEN,
		input	  		AWSIZE,
		input	  		AWBURST,
		input	  		AWLOCK,
		input	  		AWCACHE,
		input	  		AWPROT,
		input	  		AWQOS,
		input	  		AWREGION,
		input	  		AWUSER,
		input	 		AWVALID,
		output	 		AWREADY,
		input			WID,
		input			WDATA,
		input			WSTRB,
		input			WLAST,
		input			WUSER,
		input	  		WVALID,
		output	  		WREADY,
		output			BID,
		output			BRESP,
		output			BUSER,
		output	  		BVALID,
		input	  		BREADY,
		input	  		ARID,
		input	  		ARADDR,
		input	  		ARLEN,
		input	  		ARSIZE,
		input	  		ARBURST,
		input	  		ARLOCK,
		input	  		ARCACHE,
		input	  		ARPROT,
		input	  		ARQOS,
		input	  		ARREGION,
		input	  		ARUSER,
		input	  		ARVALID,
		output	  		ARREADY,
		output	  		RID,
		output	  		RDATA,
		output	  		RRESP,
		output	  		RLAST,
		output	  		RUSER,
		output	 		RVALID,
		input	 		RREADY
	);
endinterface
module RegFile(
    input clk,
    input rst,
    input                           r1_en,
    input   [5-1:0]        r1_addr,
    output  [32-1:0]       r1_data,
    input                           r2_en,
    input   [5-1:0]        r2_addr,
    output  [32-1:0]       r2_data,
    input                           rw_en,
    input   [5-1:0]        rw_addr,
    input   [32-1:0]       rw_data
);
    reg [32 - 1 : 0] reg_file [32-1:0];
    always_ff @(posedge clk ) begin : reg_write
        if ( rst ) begin
            integer i;
            for (i = 0; i < 32; i = i + 1) begin
                reg_file[i] <= 0;
            end
        end else begin
            if ( rw_en && rw_addr != 0) begin
                reg_file[rw_addr] <= rw_data;
            end
        end
    end
    assign r1_data = r1_en ? reg_file[r1_addr] : 0;
    assign r2_data = r2_en ? reg_file[r2_addr] : 0;
endmodule
==> flow_summary.yaml <==
# generated from flow reports
final_layout:
  drive_above_1_share_pct: 26.5
  postLayoutCellArea_um2: 60500
  mi_logic_area_um2: 22200
  largest_register_ffs: 1024
  syn_to_final_growth_pct: 11.1
  largest_register: "reg_file"
  top_regs: "reg_file: 1024 flops"
  regArea_um2: 30700
  finalNonFillerCells: 5065
  fillers: 7993
timing:
  max_freq_mhz: 81.6
  relSlewSlack_pct: 10.7
  finalHoldViolations: 0
  layout_min_cycle_time_ns: 12.26
  setup-violations-final: 0
  tns_ns: 0
  worstMarginPinSlew_ns: 1.34
  post-route-period-util_pct: 62.2
  rsz0062_at_grt: "false"
  slew_violations: 0
worst_setup_path:
  worstPathRequired_ns: 15.76
  path_cells: "buf_8 -> buf_4 -> buf_12 -> buf_4 -> mux4_2 -> mux2_2 -> o221ai_1 -> a31oi_1 -> clkdlybuf4s50_1"
  critical_path_class: "in2out"
  path_common_cell: "buf_4"
  critPathSlowestCell: "o221ai_1"
  cp-start-kind: "input port"
  worst-path-max-fanout: 70
  critPathCaptureType: "output pin"
  cpPeakStageDelay_ns: 0.64
  arrival_ns: 8.32
power_and_ir_drop:
  leakage_nw: 20.6
  power.density_nw_per_um2: 86.3
  vdd_ir_drop_max_mv: 0.0752
cts:
  clkTransAtPathRegs_ns: 0.06
  cts_tree: "done"
  cts_sinks: 1024
  cts_buffers: 112
  root_buffer: "clkbuf_16"
  htreeDepth: 3
  cts_resized: 0
  clockBufferDepth: 3
  holdBufCountCts: 0
  post_cts_buffers: 0
logic_synthesis:
  synth_warnings: 1
  synth_seq_share_pct: 56.5
  syn_avg_cell_area_um2: 15.4
  async_reset_ff_share_pct: 0
  syn_inst: 3547
  synth.distinct_cells: 34
  edf_count: 1024
  yosys_area_um2: 54500
  yosys_most_used_dff: "edfxtp_1"
  netlist_area_um2: 54500
  numSynthFlops: 1024
  yosysCellCount: 3547
global_routing:
  grt_use_total_pct: 37.2
  use_met2_pct: 51.4
  grtUsageMet3_pct: 32.0
  antenna_found_initial: 4
  grt_max_degree: 90
  grt_pass1_vias: 36700
  gr-total-overflow: 0
  grt_pass1_wl_um: 259000
  met1_usage_pct: 44.1
  top_usage_layer: "met2"
route:
  vias: 33200
  viasPerCell: 6.56
  drtAntennaViolNets: 0
  first_iter_violations: 2089
  dr.pass1.iters: 5
  wl_per_cell_um: 35.9
  wirelength_um: 182000
  drc_errors: 0
placement:
  post_dp_cell_area_um2: 57000
  place.detailed.hpwl_um: 103000
  io_buffers: 115
  dp.cells: 4854
  gp_congestion: 0.902
worst_hold_path:
  min_delay_path_depth: 2
  hold_class: "in2reg"
die:
  fp_util_pct: 50.7
  rows: 120
  core_area_um2: 108000
  ios: 116
  die_w_um: 332
  dieArea_um2: 110000
  dieHeight_um: 332
run:
  drv_cap: 0
  tool_warnings: 26
status:
  status: "completed"
cell usage in the layout (no fill, tap or decap), types with 3 or more instances in the layout:
cell type,synthesis,final
a22oi_1,64,64
buf_8,0,4
mux2_2,128,128
mux2i_1,128,128
o2111ai_1,20,20
o21ai_1,5,5
nor2_2,0,17
clkbuf_16,0,113
nand2_1,41,41
and2_1,994,994
inv_6,0,4
a221oi_1,44,44
buf_2,82,7
bufinv_16,0,9
o21ai_0,39,39
o221ai_1,63,63
clkinv_2,0,27
or2_2,33,33
clkbuf_1,269,24
clkinv_1,0,29
nor2_1,38,5
mux4_2,448,448
edfxtp_1,1024,1024
nor2_4,0,16
a31oi_1,64,64
buf_4,28,151
diode_2,0,6
nand3b_1,3,3
clkdlybuf4s50_1,0,102
conb_1,1,32
power by group:
group / internal [mW] / total [mW] / leakage [nW] / switching, mW
Sequential: 2.52 / 2.58 / 9.75 / 0.0570
Clock: 1.16 / 2.02 / 1.71 / 0.859
Combinational: 0.270 / 0.628 / 9.11 / 0.359
Total: 3.95 / 5.22 / 20.6 / 1.27
synthesized netlist by cell type, types with 2 or more instances:
library cell  number  area (um2)
or3b_2             2        17.5
mux2_2           128        1440
nand4bb_1          2        22.5
a31oi_1           64         400
buf_6              8        90.1
o21ai_1            5        25.0
mux4_2           448       10100
clkbuf_1         269        1010
a22oi_1           64         480
and2_1           994        6220
buf_2             82         410
o21ai_0           39         195
buf_4             28         210
a221oi_1          44         385
mux2i_1          128        1280
nor2b_1            4        25.0
nor2_1            38         143
o221ai_1          63         552
nand2b_1           2        12.5
o2111ai_1         20         175
nand2_1           41         154
nand3b_1           3        22.5
buf_12             4        80.1
or2_2             33         206
inv_1              2        7.51
edfxtp_1        1024       30700
layer usage:
layer / up-vias / share of wire [%]
li1: 13800 / -
met1: 16300 / 30
met2: 2745 / 45
met3: 440 / 20
met4: 22 / 3.8
met5: - / 0.43
final timing paths:
path | startpoint | endpoint | slack [ns]
min | rst | reg_file[0][30] | 4.00
max | r2_addr[1] | r2_data[13] | 7.44
cells by family after synthesis:
group | Yosys count | share of synthesized area, %
AND/OR/NAND/NOR | 1123 | 12.6
flip-flops | 1024 | 56.5
multiplexers | 704 | 23.5
buffers and inverters | 395 | 3.34
AND-OR/OR-AND | 300 | 4.09
other | 1 | 0.00689
metrics by stage:
step                      hold slack, ns  setup slack, ns  util [%]  power [mW]
after floorplan                     4.14            10.41         -        2.98
after global placement              4.65             7.44      53.0        3.22
after detailed placement            4.66             7.51      53.0        3.24
after CTS                           3.93             7.50      56.3        5.23
after global routing                4.03             7.23      56.3        5.37
final                               4.00             7.44      56.3        5.22
final cells by class:
cell class / count / share of cell area (%)
diodes: 6 / 0.0248
multi-input cells: 2159 / 36.7
flip-flops and latches: 1024 / 50.8
clock buffers: 137 / 4.82
clock inverters: 68 / 0.906
inverters: 2 / 0.0165
repair buffers: 266 / 3.79
well taps: 1403 / 2.90
critical path, delay by kind of cell:
family	cells	cell delay, ns
muxes	2	0.85
AOI/OAI and AO/OA	2	0.81
buffers and inverters	5	2.61
Power and IR drop assume default switching activity.
